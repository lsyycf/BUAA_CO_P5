`./config.mk`:
```
export PLATFORM = sky130hd
export DESIGN_NAME = E_Reg
export DESIGN_NICKNAME = E_Reg
export VERILOG_FILES = /design/flow/design.v
export SDC_FILE = /design/flow/constraint.sdc
export NUM_CORES = 4
export LEC_CHECK = 1
export CORE_AREA = 10 10 170 170
export DIE_AREA = 0 0 180 180
```
`./constraint.sdc`:
```
current_design E_Reg

set clk_period 1.0
set clk_io_pct 0.2

create_clock -name clk0 -period $clk_period [get_ports {clk}]

set non_clock_inputs [all_inputs -no_clocks]
set_input_delay [expr $clk_period * $clk_io_pct] -clock clk0 $non_clock_inputs
set_output_delay [expr $clk_period * $clk_io_pct] -clock clk0 [all_outputs]
```
`./design.v`:
```
`timescale 1ns / 1ps
module E_Reg(
    input  [ 0:0] clk        ,
    input  [ 0:0] reset      ,
	 input  [31:0] inInstr    ,
	 input  [31:0] inPc       ,
    input  [31:0] inRegRead1 ,
    input  [31:0] inRegRead2 ,
	 input  [31:0] inImm      ,
	 input  [ 0:0] inRegWE    ,
	 input  [ 0:0] inCmpRes   ,
	 output [31:0] outInstr   ,
	 output [31:0] outPc      ,
    output [31:0] outRegRead1,
    output [31:0] outRegRead2,
	 output [31:0] outImm     ,
	 output [ 0:0] outRegWE
    );
	 reg [31:0] instr   ;
    reg [31:0] pc      ;
	 reg [31:0] regRead1;
	 reg [31:0] regRead2;
	 reg [31:0] imm     ;
	 reg [ 0:0] regWE   ;
	 initial
	 begin
		instr    <= 0           ;
		pc       <= 32'h00003000;
		regRead1 <= 0           ;
		regRead2 <= 0           ;
		imm      <= 0           ;
		regWE    <= 0           ;
	 end
	 always@ (posedge clk)
	 begin
		if(reset) 
		begin
			instr    <= 0           ;
			pc       <= 32'h00003000;
			regRead1 <= 0           ;
			regRead2 <= 0           ;
			imm      <= 0           ;
			regWE    <= 0           ;
		end
		else 
		begin
			pc       <= inPc      ;
			instr    <= inInstr   ;
			regRead1 <= inRegRead1;
			regRead2 <= inRegRead2;
			imm      <= inImm     ;
			regWE    <= inRegWE   ;
		end
	 end
	 assign outInstr    = instr   ;
	 assign outPc       = pc      ;
	 assign outRegRead1 = regRead1;
	 assign outRegRead2 = regRead2;
	 assign outImm      = imm     ;
	 assign outRegWE    = regWE   ;
endmodule
```
`./run.sh`:
```
#!/bin/bash
# OpenROAD 26Q1-2900-gdf79404cd8, Yosys 0.63+post, stock flow scripts
make -C /OpenROAD-flow-scripts/flow DESIGN_CONFIG=/design/flow/config.mk WORK_HOME=/design/flow/orfs finish
```
==> changes_impl.md <==
## Implementation

- Final setup violation count: 0
- Netlist cell types: 7
- Relative slew margins: 0.843
- Chip area: 32400 sq um
- VDD IR-drop max: 0.000849 V
- Critical path startpoint category: flop
- Final non-filler cell area: 7950 sq um
- Drt total wl: 15000 um
- Post-synthesis sequential area ratio: 0.742
- Depth of the CTS H-tree: 4
- Vias/cell: 3.33
- Status: finished, final reports clean
- Via count: 3428
- Slowest stage delay, CP: 0.33 ns
- Flip-flop cell with the highest count after synthesis: sky130_fd_sc_hd__dfxtp_1
- End of the worst hold path: regRead2[8]
- Number of buffers inserted during clock tree synthesis: 17
- Antenna Diode Count: 0
- Number of hold-repair buffers added at the cts stage: 0
- Crit Path Max Fanout: 1
- Type of the worst setup path: reg -> out
- Final-layout setup total negative slack: 0 ns
- Maximum buffer depth of the clock tree: 2
- Die extent in x: 180 um
- I/O pins: 325
- Crit path capture type: output pin
- Fraction of registers with async set/reset: 0
- Share of the synthesized area in the top cell type: 0.742
- Largest net degree at the start of global routing: 44
- Tmin final: 0.994 ns
- DP Area: 8110 sq um
- Buffers and inverters on the worst path: 1
- Number of flops mapped to enable cells by yosys: 0
- Syn. warnings: 1
- Data arrival time of the critical path: 0.79 ns
- Number of cells in the yosys synthesis report: 340
- Overflow left after global routing: 0
- Remaining number of nets flagged by the antenna check after routing: 0
- Met1 track demand over resource: 0.120
- Synth area leader: sky130_fd_sc_hd__dfxtp_1
- Register bit total from synthesis: 161
- Top cells by area: sky130_fd_sc_hd__dfxtp_1, sky130_fd_sc_hd__nor2b_1, sky130_fd_sc_hd__and2b_1
- Height of the chip: 180 um
- Clock transition at the register clock pins on the worst setup and hold paths after CTS: 0.05 ns
- Class of the tightest hold or removal check: in -> reg
- Final period utilization: 0.994
- Most used routing layer: met2
- Remaining routing DRC violations: 0
- Number of standard-cell rows in the floorplan: 58
- Share of layout cells above drive strength 1: 0.344
- Vias in the first global route: 3658
- Ordered list of cells on the worst path: buf_2
- Init Core Util: 0.173
- Avg Synthesized Cell Area: 12.8 sq um
- Number of iterations in the first detailed-routing pass: 4
- Global routing met2 resource utilization: 0.132
- Number of clock sinks: 161
- Cells after synthesis: 340
- Initial DRC count: 82
- Area reported by Yosys stat: 4350 sq um
- Root Buffer: sky130_fd_sc_hd__clkbuf_16
- Worst endpoint required time: 0.80 ns
- Hold violation total from the final report: 0
- Commonest cells post-synth: sky130_fd_sc_hd__dfxtp_1, sky130_fd_sc_hd__nor2b_1, sky130_fd_sc_hd__and2b_1
- Number of port buffers: 323
- WL/cell: 14.6 um
- Max-cap violations: 0
- Met3 Use GR: 0.0570
- Slowest-stage cell, CP: sky130_fd_sc_hd__dfxtp_2
- Pins over their slew limit: 0
- Number of warning messages in the logs: 137
- Worst Max-Slew Pin Slew: 0.236 ns
- Highest Clock Rate: 1010 MHz
- Initial antenna violation count: 0
- Setup Fix Bufs, Post-CTS: 0
- TritonCTS clock tree: yes
- Cell family contributing the most delay on the critical path: flip-flops
- Cell Area, Synth: 4350 sq um
- Placeable Area: 25200 sq um
- Worst hold path stage count: 2
- Placer congestion estimate: 0.769
- Count leader, synth: sky130_fd_sc_hd__dfxtp_1
- Final cell utilization of the core: 0.316
- LEAKAGE: 0.00355 uW
- Wire length of the first global-routing pass: 23100 um
- GRT Total Usage: 0.0924
- Final HPWL DP: 12100 um
- Worst Min Path Start: reset[0]
- Ratio of total power to cell area: 1710 nW/um^2
- Unrepaired setup endpoints after global routing: yes
- Area Growth Syn to Fin: 82.9%
-- power by group --
part           switching (uW)  total (uW)  internal [uW]
clock network            1860        5390           3530
registers                72.0        6850           6780
logic                     344        1350           1010
-- repair_timing --
| item | in CTS | in global routing |
|---|---|---|
| pin swaps | 0 | 0 |
| resized | 539 | 17 |
| endpoints found under the setup margin | 161 | 161 |
-- through the flow --
stage	power (uW)	hold WS [ns]	setup WS, ns	instances
after floorplan	7190	0.297	0.0951	340
after global placement	8670	0.489	-0.0546	998
after detailed placement	8680	0.486	-0.0612	998
after CTS	14800	0.0302	-0.0828	1030
after global routing	15300	0.0321	-0.106	1030
final	13600	0.103	0.00582	1030
-- how the worst max path moves through the flow --
stage | start | endpoint | slack [ns] | depth (start not counted)
4_1_cts | regRead2[26] | outRegRead2[26] | -0.08 | 1
6_report | regRead2[26] | outRegRead2[26] | 0.006 | 1
5_1_grt | regRead2[26] | outRegRead2[26] | -0.11 | 1
-- area by class of cell --
cell class	count	area (sq um)
clock buffer	20	447
tap	330	413
clock inverter	12	124
fill	2580	17200
sequential	161	3260
multi-input combinational	161	1030
timing repair buffer	346	2680
-- registers in the layout, summed over array words and instances (netlist names) --
name / count
instr: 32
regRead1: 32
regWE: 1
imm: 32
regRead2: 32
pc: 32
-- cell usage in the layout (no fill, tap or decap), drive strengths merged --
cell	Yosys	routed
dfxtp	161	161
clkinvlp	0	4
nor2b	142	142
clkdlybuf4s50	0	161
buf	11	185
clkinv	0	3
inv	0	4
and2b	17	17
bufinv	0	1
or2	2	2
clkbuf	7	20
-- cell families (layout without fill, tap and decap cells) --
| kind of cell | Yosys count | count (layout) | synth area share |
|---|---|---|---|
| simple gates | 161 | 161 | 0.237 |
| flops | 161 | 161 | 0.742 |
| buf+inv | 18 | 378 | 0.0216 |
-- per-layer routing --
metal / wire (um) / vias up
met5: 0 / -
met4: 173 / 0
met3: 2080 / 7
met2: 6160 / 228
met1: 6640 / 1477
li1: - / 1716
Power is estimated from default activity; no workload was simulated.
